===== flow/design.v =====
module eight_bit_adder_subtractor (Data0, Data1, mode, final_sum, final_carry_out, overflow);
    input [7:0] Data0;
    input [7:0] Data1;
    input mode;
    output wire [7:0] final_sum;
    output wire final_carry_out;
    output wire overflow;
    wire [7:0] Data1_in;
    assign Data1_in[0] = Data1[0] ^ (~ mode);
    assign Data1_in[1] = Data1[1] ^ (~ mode);
    assign Data1_in[2] = Data1[2] ^ (~ mode);
    assign Data1_in[3] = Data1[3] ^ (~ mode);
    assign Data1_in[4] = Data1[4] ^ (~ mode);
    assign Data1_in[5] = Data1[5] ^ (~ mode);
    assign Data1_in[6] = Data1[6] ^ (~ mode);
    assign Data1_in[7] = Data1[7] ^ (~ mode);
    wire add;
    assign add = 1;
    wire [7:0] carry;
    one_bit_adder_subtractor FAS0(Data0[0], Data1_in[0], ~mode, add, final_sum[0], carry[0]);
    one_bit_adder_subtractor FAS1(Data0[1], Data1_in[1], carry[0], add, final_sum[1], carry[1]);
    one_bit_adder_subtractor FAS2(Data0[2], Data1_in[2], carry[1], add, final_sum[2], carry[2]);
    one_bit_adder_subtractor FAS3(Data0[3], Data1_in[3], carry[2], add, final_sum[3], carry[3]);
    one_bit_adder_subtractor FAS4(Data0[4], Data1_in[4], carry[3], add, final_sum[4], carry[4]);
    one_bit_adder_subtractor FAS5(Data0[5], Data1_in[5], carry[4], add, final_sum[5], carry[5]);
    one_bit_adder_subtractor FAS6(Data0[6], Data1_in[6], carry[5], add, final_sum[6], carry[6]);
    one_bit_adder_subtractor FAS7(Data0[7], Data1_in[7], carry[6], add, final_sum[7], carry[7]);
    assign final_carry_out = carry[7];
    assign overflow = (Data0[0] ^ final_carry_out) & (Data1[0] ^ final_carry_out);
endmodule
module one_bit_adder_subtractor (i0, i1, carry_in, mode, Sum, carry_out);
    input i0, i1, carry_in, mode;
    output wire Sum, carry_out;
    assign Sum = i0 ^ i1 ^ carry_in;
    assign carry_out = ((mode & ((i0 & i1) | (i0 & carry_in) | (i1 & carry_in))) | (~mode & (~i0 & (i1 ^ carry_in)))) | (i1 & carry_in);
endmodule

===== flow/run.sh =====
#!/bin/bash
# OpenROAD 26Q1-2900-gdf79404cd8, Yosys 0.63+post, stock flow scripts
make -C /OpenROAD-flow-scripts/flow DESIGN_CONFIG=/design/flow/config.mk WORK_HOME=/design/flow/orfs finish

===== flow/config.mk =====
export PLATFORM = sky130hd
export DESIGN_NAME = eight_bit_adder_subtractor
export DESIGN_NICKNAME = eight_bit_adder_subtractor
export VERILOG_FILES = /design/flow/design.v
export SDC_FILE = /design/flow/constraint.sdc
export NUM_CORES = 4
export LEC_CHECK = 1
export CORE_AREA = 10 10 70 70
export DIE_AREA = 0 0 80 80

===== flow/constraint.sdc =====
current_design eight_bit_adder_subtractor

set clk_period 5.2
set clk_io_pct 0.2

create_clock -name clk0 -period $clk_period

set non_clock_inputs [all_inputs -no_clocks]
set_input_delay [expr $clk_period * $clk_io_pct] -clock clk0 $non_clock_inputs
set_output_delay [expr $clk_period * $clk_io_pct] -clock clk0 [all_outputs]

==> metrics.csv <==
stage,metric,value,unit
run_status,status,finished with violations,
run_status,violations,negative setup slack,
pwr,pwr-share-clk,0,%
logic_synthesis,postSynthSeqShare,0,%
global_routing,antenna_found_initial,0,
final_layout,areaGrowthSynthToFinish,98.6,%
final_timing,worst_pin_slew,0.199,ns
critical_path,crit_slowest_cell,fa_2,
placement,gp_congestion,0.711,
logic_synthesis,synth_cell_types,9,
critical_path,required,4.16,ns
pwr,p_per_area,121,nW/um2
worst_hold_path,hp-class,input pin to output port,
logic_synthesis,yosys_cells,44,
detailed_routing,post_drt_wl_per_cell,8.34,um
final_layout,stdcell_area,711,um2
final_layout,post_layout_nonfiller_instances,115,
global_routing,grt_usage,3.10,%
global_routing,overflow,0,
final_timing,final.setup.worst_slack,-0.0412,ns
final_timing,finalHoldWorstSlack,2.48,ns
logic_synthesis,ys_area,358,um2
pwr,vdd_drop_max,0.0431,mV
floorplanning,core_region_area,3420,um2
critical_path,path_cells,buf_6 > xor2_2 > fa_2 > fa_2 > fa_2 > fa_2 > fa_2 > fa_2 > fa_2 > or3_1 > nand2_1 > buf_2,
pwr,power.internal,0.0000583,W
global_routing,grt_pass1_vias,390,
final_timing,finalHoldViolCount,0,
pwr,power_leakage,0.324,nW
pwr,p_sw,0.0000280,W
final_timing,fin_crit,5.24,ns
floorplanning,die_w,80,um
detailed_routing,via_count,317,
logic_synthesis,avgSynthCellArea,8.13,um2
critical_path,cp_slowest_stage_delay,0.37,ns
pwr,switching_share,32.4,%
critical_path,cpMostUsedCell,fa_2,
pwr,finalPower,0.0000863,W
final_layout,ff_latch_area,0,um2
run,drv_cap,0,
floorplanning,fp-row-count,21,
detailed_routing,routed_via_density,2.76,
pwr,p_seq_share,0,%
final_timing,relSlewSlack,86.7,%
detailed_routing,wirelength,959,um
final_layout,layout_top_cell,clkdlybuf4s50_1,
cts,cts_hold_buf,0,
final_layout,layout.cells.most_common_list,"clkdlybuf4s50_1 (18), inv_1 (12), xor2_1 (7), fa_2 (7), buf_4 (6)",
global_routing,grt_pass1_wl,1660,um
floorplanning,pin_count,27,
detailed_routing,antennaDiodeCount,0,
final_timing,rsz0062_at_grt,true,
placement,dp_cells,112,
floorplanning,fp_util,10.5,%
critical_path,critical_path.max_fanout,2,
placement,postPlaceCellArea,666,um2
final_layout,n_clock_buffer,0,
final_timing,slew_viol_final,0,
detailed_routing,drtAntennaViolNets,0,
critical_path,cp-end-kind,output port,
critical_path,worstSetupPathType,input pin to output port,
pwr,power_frac_comb,100.0,%
final_timing,setup_viol,1,
logic_synthesis,synthesis.area,358,um2
critical_path,arrival,4.20,ns
critical_path,crit_family,adder cells,
logic_synthesis,syn_inst,44,
detailed_routing,drc,0,
final_timing,min_period_over_period,101,%
global_routing,grt_max_degree,5,
detailed_routing,detail_route.first_pass.iterations,1,
placement,dp_hpwl,898,um
run,warnings,35,
placement,numPortBuffers,27,
floorplanning,die_h,80,um
final_timing,timing.fmax,191,MHz
detailed_routing,drt_iter0_drc,0,
critical_path,crit_buf_inv,2,
floorplanning,die-area,6400,um2
final_layout,post-route-util,20.8,%
final_layout,drive_above_1_share,39.1,%
final_layout,flops,0,
logic_synthesis,synth_warnings,0,
critical_path,cp-start-kind,input pin,
-- synth_stat cells --
| library cell | count | area, um2 |
|---|---|---|
| fa_1 | 7 | 140 |
| a21oi_1 | 1 | 5.00 |
| buf_4 | 9 | 67.6 |
| nand2_1 | 1 | 3.75 |
| xor2_1 | 8 | 70.1 |
| nor2_1 | 1 | 3.75 |
| or3_1 | 1 | 6.26 |
| nand3_1 | 1 | 5.00 |
| inv_1 | 15 | 56.3 |
-- layout make-up --
| cell class | count | area (um2) |
|---|---|---|
| Inverter | 15 | 56.3 |
| Tap cell | 46 | 57.6 |
| Multi-Input combinational cell | 20 | 278 |
| Timing Repair Buffer | 34 | 319 |
| Fill cell | 376 | 2710 |
-- power by group through the flow --
| stage | Sequential, W | Combinational, W | Clock (W) |
|---|---|---|---|
| finish | 0 | 0.0000863 | 0 |
| global route | 0 | 0.0000985 | 0 |
| CTS | 0 | 0.0000889 | 0 |
-- final timing paths --
kind | from | to | slack [ns] | cells past startpoint
min | Data1[0] | overflow | 2.48 | 5
max | Data1[1] | overflow | -0.04 | 12
-- layer usage --
layer | vias to the layer above | wire length (um) | GRT usage (%)
met5 | - | 0 | 0
met1 | 139 | 429 | 4.35
met4 | 0 | 0 | 0
li1 | 160 | - | -
met3 | 0 | 145 | 1.59
met2 | 18 | 385 | 4.41
-- stage by stage --
| step | worst slack [ns] | TNS, ns |
|---|---|---|
| 6_report | -0.0412 | -0.0412 |
| 5_1_grt | -0.158 | -0.175 |
| 4_1_cts | -0.482 | -1.04 |
| 3_5_place_dp | -1.00 | -2.71 |
| 3_3_place_gp | -0.995 | -2.71 |
| 2_1_floorplan | -0.00837 | -0.00837 |
-- timing repair --
item	4_1_cts	5_1_grt
pin swaps	12	7
gates resized	41	4
setup endpoints to repair	5	4
setup buffers	2	1
endpoints found under the hold margin	0	0
gates cloned	0	0
-- logic make-up (layout without fill, tap and decap cells) --
kind of cell / Yosys count / after routing / share of synthesized area, %
xor+xnor: 8 / 8 / 19.6
buf+inv: 24 / 49 / 34.6
fa+ha+maj: 7 / 7 / 39.2
compound gates: 1 / 1 / 1.40
simple gates: 4 / 4 / 5.24
Power figures rest on the tool's default switching activity, not on a simulated workload.

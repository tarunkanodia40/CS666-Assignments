--- flow/config.mk ---
export PLATFORM = sky130hd
export DESIGN_NAME = modinv
export DESIGN_NICKNAME = modinv
export VERILOG_FILES = /design/flow/design.v
export SDC_FILE = /design/flow/constraint.sdc
export NUM_CORES = 4
export LEC_CHECK = 1
export CORE_UTILIZATION = 50
--- flow/constraint.sdc ---
current_design modinv

set clk_period 4.5
set clk_io_pct 0.2

create_clock -name clk0 -period $clk_period [get_ports {clk}]

set non_clock_inputs [all_inputs -no_clocks]
set_input_delay [expr $clk_period * $clk_io_pct] -clock clk0 $non_clock_inputs
set_output_delay [expr $clk_period * $clk_io_pct] -clock clk0 [all_outputs]
--- flow/design.v ---
module modinv(clk, reset, number, prime, finished, gcd, inverse);
    input [31:0] number, prime;
    input wire clk,reset;
    output reg[31:0] gcd, inverse;
    output reg finished;
    parameter [2:0] IDLE = 3'b001, COMPUTING = 3'b010, COMPUTED = 3'b100;
    reg [2:0] state, state_next;
    integer a, b, c, q, p, r;
    integer a_next, b_next, p_next, r_next;
    always @ (posedge clk, posedge reset)
    begin
        if (reset == 1)
            begin
                state <= IDLE;
                a <= 0;
                b <= 0;
                p <= 0;
                r <= 0;
            end
        else
            begin              
                state <= state_next;
                a     <= a_next;
                b     <= b_next;
                p     <= p_next;
                r     <= r_next;
            end
    end
    always @*
    begin
        finished <= 0;
        case (state)
            IDLE:
                begin
                    a_next <= number;
                    b_next <= prime;
                    p_next <= 1;
                    r_next <= 0;
                    state_next <= COMPUTING;
                end
            COMPUTING:
                begin
                    c = a % b;
                    q = a / b;
                    a_next = b;
                    b_next = c;
                    r_next = p - q * r;
                    p_next = r;
                    if (b_next == 0)
                        begin
                            state_next <= COMPUTED;
                        end
                    else
                        begin
                            state_next <= COMPUTING;
                        end
                end
            COMPUTED:
                begin
                    gcd <= a;
                    inverse <= (p + prime) % prime;
                    finished <= 1;
                end
        endcase
    end
endmodule
--- flow/run.sh ---
#!/bin/bash
# OpenROAD 26Q1-2900-gdf79404cd8, Yosys 0.63+post, stock flow scripts
make -C /OpenROAD-flow-scripts/flow DESIGN_CONFIG=/design/flow/config.mk WORK_HOME=/design/flow/orfs finish
==> impl_metrics.tcl <==
# implementation run metrics
set metrics [dict create \
    rsz0062_at_grt "false" \
    chipArea_sq_um 177000 \
    vias_per_cell 6.207 \
    crit_type "reg -> out" \
    edf_count 0 \
    grt_max_degree 84 \
    ys_cells 12070 \
    final_util_pct 53.50 \
    min_period_ns 2.923 \
    area_leaders "ha_1 (18%), fa_1 (10%), nand2_1 (6.5%), xnor2_1 (5.9%), nor2_1 (4.6%)" \
    drc 0 \
    slew_viol_final 0 \
    overflow 0 \
    final_antenna_net_count 0 \
    post-cts-setup-buffers 0 \
    hpwl_um 274600 \
    drive_above_1_share_pct 5.302 \
    hold_viol_final 0 \
    first_pass_iters 9 \
    cp-end-kind "output port" \
    dpl_cell_area_sq_um 92500 \
    routedWlPerCell_um 23.47 \
    num_rows 153 \
    die_w_um 420.7 \
    boundaryPins 131 \
    warning_count 30 \
    status "finished, final reports clean" \
    area_growth_pct 6.227 \
    grt_pass1_wl_um 506000 \
    synth_cells 12070 \
    grt_pass1_vias 82510 \
    ff_type "dlxtn_1" \
    htreeDepth 4 \
    synth.distinct_cells 117 \
    final_cells 14380 \
    fp-utilization_pct 50.37 \
    track_usage_pct 38.74 \
    cts-root-buf "clkbuf_16" \
    startpoint_type "flip-flop" \
    dp.cells 14350 \
    gp_congestion 1.041 \
    drt_iter0_drc 7890 \
    cts_tree "built" \
    worstMarginPinSlew_ns 1.166 \
    min_period_over_period_pct 64.95 \
    cts-resized-gates 0 \
    wl_um 337600 \
    hold_buffers 0 \
    path_max_fanout 39 \
    crit_arrival_ns 2.02 \
    ys.flops 325 \
    yosysWarnings 1 \
    cts_buffer_depth 2 \
    untimed_endpoints 388 \
    cts-buffers-inserted 17 \
    unclocked_pins 194 \
    die_h_um 420.7 \
    clk_pin_slew_ns 0.06 \
    antenna_found_initial 17 \
    netlist_area_sq_um 87650 \
    synth.most_common_cell "nand2_1" \
    dr_total_vias 89260 \
    yosysTopAreaCell "ha_1" \
    coreArea_sq_um 174000 \
    fmax_ghz 0.3422 \
    crit_required_ns 3.60 \
    top_cells_by_count "nand2_1 (1,507), ha_1 (1,254), nor2_1 (1,063)" \
    top_cell_area_share_pct 17.90 \
    port_buffers 130 \
    ys_area_sq_um 87650 \
    finalSetupTns_ns 0 \
    drv_cap 0 \
    synthArstFlopShare_pct 40.31 \
    synth.avg_cell_area_sq_um 7.260 \
    setup_viol_count_final 0 \
    final_area_sq_um 93100 \
    hold_class "in -> async" \
    slew_headroom_pct 22.00 \
]
-- state kept, by name (all words and copies together), names as in the netlist --
register / cells
a: 32
a_next: 32
b: 32
b_next: 32
gcd: 32
inverse: 32
p: 32
p_next: 32
r: 32
r_next: 32
state: 3
state_next: 2
-- final timing paths --
path | startpoint | end | cells past startpoint
hold / removal | reset | r[18] | 2
min in group clk0 | state[2] | finished | 3
max in group asynchronous | reset | p[24] | 3
setup / recovery | state[1] | finished | 4
-- through the flow --
stage,hold WS (ns),setup slack (ns)
finish,1.017,1.577
global route,1.097,1.522
CTS,1.069,1.579
detailed placement,1.509,2.053
global placement,1.539,2.021
floorplan,1.737,0.1040
-- logic make-up after synthesis --
family          synth area share (%)
other cells                 0.004279
flops                          3.742
simple gates                   24.05
fa+ha+maj                      28.02
mux                            2.080
buf+inv                        5.765
latches                        3.321
xor+xnor                       9.072
compound gates                 23.94
-- area by class of cell --
class | instances | area (sq um)
fill | 16430 | 80910
multi-input combinational | 10410 | 76930
sequential | 325 | 6195
inverter | 929 | 3492
timing repair buffer | 353 | 2975
tap | 2325 | 2909
clock buffer | 18 | 429.2
clock inverter | 13 | 163.9
antenna | 5 | 12.51
-- routing by layer --
| layer | up-vias | part of all wire [%] | wire length, um | track usage, % |
|---|---|---|---|---|
| li1 | 42830 | - | - | - |
| met3 | 506 | 11 | 38440 | 11.59 |
| met5 | - | 0.020 | 69 | 0.3056 |
| met4 | 10 | 3.3 | 11040 | 10.31 |
| met2 | 3949 | 41 | 138000 | 54.84 |
| met1 | 41970 | 44 | 150000 | 57.70 |
-- critical path, stage by stage, from the launching register on --
cell and delay [ns]:
dfrtp_1 0.36, buf_4 0.24, nor3b_2 0.27, buf_4 0.23, clkdlybuf4s50_1 0.49
-- layout by cell type (no fill, tap or decap), types with 30 or more instances in the layout --
cell / n
a211o_1: 35
a211oi_1: 106
a21boi_0: 52
a21o_1: 287
a21oi_1: 768
a31o_2: 35
a31oi_1: 161
and2_1: 254
and3_1: 137
and4_1: 30
buf_4: 223
clkdlybuf4s50_1: 130
dfrtp_1: 128
dlxtn_1: 130
dlxtp_1: 64
fa_1: 443
ha_1: 1254
inv_1: 923
mux2_2: 96
mux2i_1: 69
nand2_1: 1506
nand2b_1: 125
nand3_1: 250
nand4_1: 129
nor2_1: 1056
nor2b_1: 120
nor3_1: 397
nor4_1: 67
o211ai_1: 90
o21a_1: 349
o21ai_0: 629
o21bai_1: 103
o31a_1: 36
o31ai_1: 116
or2_2: 102
or3_1: 136
xnor2_1: 569
xor2_1: 304

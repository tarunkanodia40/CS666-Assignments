### ./config.mk
export PLATFORM = sky130hd
export DESIGN_NAME = sbox_combinational
export DESIGN_NICKNAME = sbox_combinational
export VERILOG_FILES = /design/flow/design.v
export SDC_FILE = /design/flow/constraint.sdc
export NUM_CORES = 4
export LEC_CHECK = 1
export CORE_AREA = 10 10 70 70
export DIE_AREA = 0 0 80 80
### ./constraint.sdc
current_design sbox_combinational

set clk_period 1.4
set clk_io_pct 0.2

create_clock -name clk0 -period $clk_period

set non_clock_inputs [all_inputs -no_clocks]
set_input_delay [expr $clk_period * $clk_io_pct] -clock clk0 $non_clock_inputs
set_output_delay [expr $clk_period * $clk_io_pct] -clock clk0 [all_outputs]
### ./design.v
module sbox_combinational(x_combinational, result_combinational);
    input [3:0] x_combinational;
    output wire [3:0] result_combinational;
    assign result_combinational[0] = (~x_combinational[3] & ~x_combinational[2] & x_combinational[0]) | (~x_combinational[3] & x_combinational[1] & x_combinational[0]) | (x_combinational[3] & ~x_combinational[2] & ~x_combinational[0]) | (x_combinational[3] & x_combinational[1] & ~x_combinational[0]) | (~x_combinational[3] & x_combinational[2] & ~x_combinational[1] & ~x_combinational[0]) | (x_combinational[3] & x_combinational[2] & ~x_combinational[1] & x_combinational[0]);
    assign result_combinational[1] = (~x_combinational[3] & ~x_combinational[2] & x_combinational[1]) | (~x_combinational[3] & x_combinational[1] & ~x_combinational[0]) | (~x_combinational[2] & x_combinational[1] & ~x_combinational[0]) | (x_combinational[3] & ~x_combinational[2] & ~x_combinational[1]) | (x_combinational[3] & x_combinational[2] & x_combinational[0]);
    assign result_combinational[2] = (~x_combinational[3] & ~x_combinational[2] & ~x_combinational[1]) | (~x_combinational[2] & ~x_combinational[1] & x_combinational[0]) | (~x_combinational[2] & x_combinational[1] & ~x_combinational[0]) | (x_combinational[3] & x_combinational[2] & ~x_combinational[1]) | (~x_combinational[3] & x_combinational[2] & x_combinational[1] & x_combinational[0]);
    assign result_combinational[3] = (~x_combinational[3] & ~x_combinational[1] & ~x_combinational[0]) | (~x_combinational[3] & x_combinational[1] & x_combinational[0]) | (~x_combinational[3] & x_combinational[2] & ~x_combinational[0]) | (x_combinational[3] & ~x_combinational[2] & x_combinational[0]) | (x_combinational[3] & ~x_combinational[2] & x_combinational[1]);
endmodule
### ./run.sh
#!/bin/bash
# OpenROAD 26Q1-2900-gdf79404cd8, Yosys 0.63+post, stock flow scripts
make -C /OpenROAD-flow-scripts/flow DESIGN_CONFIG=/design/flow/config.mk WORK_HOME=/design/flow/orfs finish
==> ci_impl_report.md <==
## Synthesis and layout report

| Metric | Value |
|---|---|
| Status | finished clean |
| Flops | 0 |
| Drc violations | 0 |
| Netlist Area Pre-Place | 101 um^2 |
| Max FO, Critical Path | 7 |
| Die X | 80 um |
| Max Cap Viol | 0 |
| Area Growth Syn to Fin | 167% |
| Num rows | 21 |
| CLK BUF | 0 |
| Total number of vias | 172 |
| Area share, top type | 0.111 |
| Post-route setup slack | 0.0469 ns |
| Final core occ | 0.0791 |
| YS chip area | 101 um^2 |
| Tool Warnings | 32 |
| Core area | 0.00342 mm^2 |
| DIE AREA | 0.00640 mm^2 |
| F_max | 739 MHz |
| Number of diodes | 0 |
| Total GRT Usage | 0.0125 |
| Largest net degree at the start of global routing | 8 |
| Via density | 2.32 |
| Min-delay src | x_combinational[3] |
| I/O pins | 8 |
| Dpl ws | -0.681 ns |
| Pleak | 0.107 nW |
| Post-synth seq share | 0 |
| Fin crit period | 1.35 ns |
| First-pass GRT wire length | 703 um |
| WL per Instance | 6.11 um |
| Max-slew violation count | 0 |
| Slew at the pin closest to its max-slew limit | 0.267 ns |
| Hold endpoint | result_combinational[3] |
| Number of distinct library cells after synthesis | 13 |
| Slew HR | 0.821 |
| Setup Viol. Count Final | 0 |
| Die H | 80 um |
| Ys Warns | 0 |
| VDD IR max | 0.0268 mV |
| Most frequent cells in the layout | buf_4 (5), nand2_1 (3), nor2_1 (2), dlygate4sd2_1 (2) |
| Worst hold path class | in -> out |
| Startpoint types | primary input |
| Hold Fails Final Rpt | 0 |
| Power Dens Cells | 288 mW/mm^2 |
| Pre-Place Util | 0.0297 |
| GRT Residual Overflow | 0 |
| Yosys cell count | 17 |
| Initial DRC count | 8 |
| Mapped Cells | 17 |
| Hold_buf cts | 0 |
| Unrepaired setup endpoints after global routing | no |
| Crit path required time | 1.12 ns |
| Main area contributors after synthesis | nand2_1 (11%), o221a_2 (11%), o32a_1 (9.9%), o32ai_1 (8.6%), xnor2_1 (8.6%) |
| HPWL Detailed | 326 um |
| Detailed Route WL | 452 um |
| RePlAce Congestion | 0.733 |
| Initial antenna violation count | 0 |
| Sequential cell area | 0 um^2 |
| Dominant cell type by area after synthesis | nand2_1 |
| Final cycle utilization of the critical path | 0.966 |
| DR pass1 iterations | 4 |
| Dominant logic cell type in the layout | buf_4 |
| Crit Path Category | in -> out |
| Crit end category | primary output |
| Synth Area per Inst | 5.96 um^2 |
| Layout cell share with drive strength beyond 1 | 0.464 |
| WHS Path Cells | 3 |
| Critical Path AT | 1.07 ns |
| Vias in the first global route | 153 |
| Post-DRT Antenna Nets | 0 |
| # port buffers | 8 |
metrics by stage:
step	std cells	cell area (um^2)	hold WS (ns)	TNS, ns	total power, mW
global placement	72	246	1.65	-2.51	0.0723
finish	74	270	0.871	0	0.0778
global route	74	270	0.896	0	0.0855
floorplan	17	101	0.607	0	0.0221
detailed placement	72	246	1.65	-2.58	0.0726
CTS	74	258	0.988	0	0.0720
worst max-delay path, stage by stage:
cell and delay, ns:
buf_6 0.12, xor2_2 0.17, buf_4 0.14, xnor2_2 0.12
dlygate4sd2_1 0.24
where the power goes:
group          switching [mW]  total [mW]  internal, mW
Clock                       0           0             0
Combinational          0.0309      0.0778        0.0469
Sequential                  0           0             0
Total                  0.0309      0.0778        0.0469
cell usage after synthesis:
cell / instances
nor3_1: 1
nand2b_1: 1
xnor2_1: 1
nor2_1: 2
o221a_2: 1
xor2_1: 1
nand2_1: 3
nor2b_1: 1
o32ai_1: 1
o32a_1: 1
inv_1: 2
o21ai_0: 1
a21oi_1: 1
per-layer routing:
metal,track usage,share of wire,vias up
li1,-,-,83
met1,0.0191,0.52,78
met2,0.0177,0.37,11
met3,0.00341,0.11,0
met4,0,0,0
met5,0,0,-
cell families (layout without fill, tap and decap cells):
family                 after synthesis  after routing  share of synthesized area
XOR/XNOR                             2              2                      0.173
buffers and inverters                2             13                     0.0741
AND/OR/NAND/NOR                      8              8                      0.358
AND-OR/OR-AND                        5              5                      0.395
worst max path at each step:
| stage | from | end | slack [ns] | cells past startpoint |
|---|---|---|---|---|
| final | x_combinational[3] | result_combinational[0] | 0.05 | 5 |
| after CTS | x_combinational[1] | result_combinational[2] | 0.003 | 5 |
| after global routing | x_combinational[1] | result_combinational[3] | 0.02 | 6 |
cell type report:
| cell class | count | area [um^2] |
|---|---|---|
| fill | 404 | 3150 |
| multi-input combinational | 15 | 116 |
| timing repair buffer | 11 | 86.3 |
| tap | 46 | 57.6 |
| inverter | 2 | 10.0 |
timing repair:
action | CTS | global route
setup endpoints to repair | 4 | 3
buffers inserted | 2 | 0
pin swaps | 5 | 3
gates resized | 27 | 6
No activity file was given, so power comes from the tool's default toggle rates.
